**/design/flow/design.v**
```verilog
module DeBounce (
	input i_button,
	input i_clk,
	input i_rst,
	output o_output_n
);
enum {WAIT_LOW, SET_OUT, WAIT_HIGH} State, Next;
always_ff @(posedge i_clk, negedge i_rst) begin
	if (!i_rst) begin
		State <= WAIT_LOW;
	end
	else begin
		State <= Next;
	end
end
always_comb begin
	Next = State;
	unique case (State)
		WAIT_LOW: begin
			o_output_n = 1'b1;
			if (!i_button) begin
				Next = SET_OUT;
			end
			else begin
				Next = Next;
			end
		end
		SET_OUT: begin
			o_output_n = 1'b0;
			Next = WAIT_HIGH;
		end
		WAIT_HIGH: begin
			o_output_n = 1'b1;
			if (i_button) begin
				Next = WAIT_LOW;
			end
			else begin
				Next = Next;
			end
		end
	endcase
end
endmodule
module contador (
	input i_start,
	input [31:0] i_count_value,
	input i_clk,
	input i_rst_n,
	output o_end_count
);
enum {WAIT_START, COUNTING, END_TIME} State, Next;
reg [31:0] tempo_contagem;
always_ff @(posedge i_clk, negedge i_rst_n) begin
	if (!i_rst_n) begin
		State <= WAIT_START;
	end
	else begin
		State <= Next;
	end
end
always_comb begin
	Next = State;
	unique case (State)
		WAIT_START: begin
			if (i_start) begin
				Next = COUNTING;
			end
			else begin
				Next = Next;
			end
		end
		COUNTING: begin
			if (tempo_contagem != 0) begin
				Next = Next;
			end
			else begin
				Next = END_TIME;
			end
		end
		END_TIME: begin
			if (i_start) begin
				Next = Next;
			end
			else begin
				Next = WAIT_START;
			end
		end
	endcase
end
always @(posedge i_clk) begin
	unique case (State)
		WAIT_START: begin
			tempo_contagem = i_count_value;
			o_end_count = 1'b0;
		end
		COUNTING: begin
			tempo_contagem = tempo_contagem - 1'b1;
			o_end_count = 1'b0;
		end
		END_TIME: begin
			tempo_contagem = i_count_value;
			o_end_count = 1'b1;
		end
	endcase
end
endmodule
module maq_refri(
	input i_moeda_25,
	input i_moeda_50,
	input i_moeda_1,
	input i_clk,
	input i_rst,
	output logic o_led_S0,
	output logic o_led_S1,
	output logic o_led_S2,
	output logic o_led_S3,
	output logic o_led_S4,
	output logic o_led_S5,
	output logic o_led_S6,
	output logic o_led_S7,
	output logic o_led_S8
);
enum {S0, S1, S2, S3, S4, S5, S6, S7, S8} State, Next;
wire i_start_count;
wire [31:0] i_count_value = 32'h00FF_FFFF;
wire o_end_count;
contador mod_contador(i_start_count, i_count_value, i_clk, i_rst, o_end_count);
always_ff @(posedge i_clk, negedge i_rst) begin
	if (!i_rst) begin
		State <= S0;
	end
	else begin
		State <= Next;
	end
end
always_comb begin: set_states
	Next = State;
	unique case (State)
		S0: begin
			if (!i_moeda_25) begin
				Next = S1;
			end
			else if (!i_moeda_50) begin
				Next = S2;
			end
			else if (!i_moeda_1) begin
				Next = S3;
			end
			else begin
				Next = Next;
			end
		end
		S1: begin
			if (!i_moeda_25) begin
				Next = S2;
			end
			else if (!i_moeda_50) begin
				Next = S4;
			end
			else if (!i_moeda_1) begin
				Next = S5;
			end
			else begin
				Next = Next;
			end
		end
		S2: begin
			if (!i_moeda_25) begin
				Next = S4;
			end
			else if (!i_moeda_50) begin
				Next = S3;
			end
			else if (!i_moeda_1) begin
				Next = S6;
			end
			else begin
				Next = Next;
			end
		end
		S3: begin
			if (!i_moeda_25) begin
				Next = S5;
			end
			else if (!i_moeda_50) begin
				Next = S6;
			end
			else if (!i_moeda_1) begin
				Next = S8;
			end
			else begin
				Next = Next;
			end
		end
		S4: begin
			if (!i_moeda_25) begin
				Next = S3;
			end
			else if (!i_moeda_50) begin
				Next = S5;
			end
			else if (!i_moeda_1) begin
				Next = S7;
			end
			else begin
				Next = Next;
			end
		end
		S5: begin
			if (o_end_count == 1'b1) begin
				Next = S0;
			end
			else begin
				Next = Next;
			end
		end
		S6: begin
			if (o_end_count == 1'b1) begin
				Next = S0;
			end
			else begin
				Next = Next;
			end
		end
		S7: begin
			if (o_end_count == 1'b1) begin
				Next = S0;
			end
			else begin
				Next = Next;
			end
		end
		S8: begin
			if (o_end_count == 1'b1) begin
				Next = S0;
			end
			else begin
				Next = Next;
			end
		end
	endcase
end: set_states
always_comb begin: set_leds
	{o_led_S0, o_led_S1, o_led_S2, o_led_S3, o_led_S4, o_led_S5, o_led_S6, o_led_S7, o_led_S8} = 9'b000000000;
	unique case (State)
		S0: begin
			i_start_count = 1'b0;
			o_led_S0 = 1'b1;
		end
		S1: begin 
			i_start_count = 1'b0;
			o_led_S1 = 1'b1;
		end
		S2: begin
			i_start_count = 1'b0;
			o_led_S2 = 1'b1;
		end
		S3: begin 
			i_start_count = 1'b0;
			o_led_S3 = 1'b1;
		end
		S4: begin
			i_start_count = 1'b0;
			o_led_S4 = 1'b1;
		end
		S5: begin
			i_start_count = 1'b1;
			o_led_S5 = 1'b1;
		end
		S6: begin
			i_start_count = 1'b1;
			o_led_S6 = 1'b1;
		end
		S7: begin
			i_start_count = 1'b1;
			o_led_S7 = 1'b1;
		end
		S8: begin
			i_start_count = 1'b1;
			o_led_S8 = 1'b1;
		end
	endcase
end: set_leds
endmodule
module top (
	input i_moeda_25,
	input i_moeda_50,
	input i_moeda_1,
	input i_clk,
	input i_rst,
	output reg o_led_S0,
	output reg o_led_S1,
	output reg o_led_S2,
	output reg o_led_S3,
	output reg o_led_S4,
	output reg o_led_S5,
	output reg o_led_S6,
	output reg o_led_S7,
	output reg o_led_S8
);
wire i_button25;
wire i_button50;
wire i_button1;
maq_refri maquina (
	i_button25,
	i_button50,
	i_button1,
	i_clk,
	i_rst,
	o_led_S0,
	o_led_S1,
	o_led_S2,
	o_led_S3,
	o_led_S4,
	o_led_S5,
	o_led_S6,
	o_led_S7,
	o_led_S8
);
DeBounce debounce25 (
	i_moeda_25,
	i_clk,
	i_rst,
	i_button25
);
DeBounce debounce50 (
	i_moeda_50,
	i_clk,
	i_rst,
	i_button50
);
DeBounce debounce1 (
	i_moeda_1,
	i_clk,
	i_rst,
	i_button1
);
endmodule
```
**/design/flow/run.sh**
```bash
#!/bin/bash
# OpenROAD 26Q1-2900-gdf79404cd8, Yosys 0.63+post, stock flow scripts
make -C /OpenROAD-flow-scripts/flow DESIGN_CONFIG=/design/flow/config.mk WORK_HOME=/design/flow/orfs finish
```
**/design/flow/config.mk**
```make
export PLATFORM = sky130hd
export DESIGN_NAME = top
export DESIGN_NICKNAME = top
export VERILOG_FILES = /design/flow/design.v
export SDC_FILE = /design/flow/constraint.sdc
export NUM_CORES = 4
export LEC_CHECK = 1
export CORE_UTILIZATION = 40
```
**/design/flow/constraint.sdc**
```tcl
current_design top

set clk_period 10.4
set clk_io_pct 0.2

create_clock -name clk0 -period $clk_period [get_ports {i_clk}]

set non_clock_inputs [all_inputs -no_clocks]
set_input_delay [expr $clk_period * $clk_io_pct] -clock clk0 $non_clock_inputs
set_output_delay [expr $clk_period * $clk_io_pct] -clock clk0 [all_outputs]
```
==> metrics.log <==
[metrics] run summary
INFO  metric drv_slew = 0
INFO  metric final_antenna_net_count = 0
INFO  metric hold_slack = 0.423 ns
INFO  metric time_the_final_worst_path_needs_with_i_o_delays_and_setup = 3.87 ns
INFO  metric routed_wirelength = 4550 µm
INFO  metric firstDrtPassIters = 4
INFO  metric io_buffers = 13
INFO  metric grt_util_met2 = 0.243
INFO  metric count_of_library_flops_with_an_enable_pin = 0
INFO  metric die_w = 78.7 µm
INFO  metric path_max_fanout = 12
INFO  metric start_point_of_the_worst_hold_path = maquina.mod_contador.tempo_contagem[0]
INFO  metric netlist_instances = 262
INFO  metric route.vias.total = 1930
INFO  metric clockRootBuffer = clkbuf_8
INFO  metric power.leakage = 0.960 nW
INFO  metric flop_cell = dfxtp_1
INFO  metric timing.hold.worst.class = flop to flop
INFO  metric worst_clock_skew = 0.00621 ns
INFO  metric post_cts.repair.setup_buffers = 0
INFO  metric worst_r2r_endpoint = maquina.mod_contador.tempo_contagem[28]
INFO  metric setup_total_negative_slack = 0 ns
INFO  metric synth_async_sr_flop_share = 0.327
INFO  metric slowest_delay = 0.50 ns
INFO  metric tritoncts.num_buffers = 5
INFO  metric required = 8.32 ns
INFO  metric top_level_ports = 14
INFO  metric post-dp-hpwl = 3010 µm
INFO  metric flow.area_growth_from_synthesis = 13.3%
INFO  metric wl_per_cell = 13.1 µm
INFO  metric design.die.area = 0.00620 mm²
INFO  metric yosys-stat-cells = 262
INFO  metric grt_setup_unrepaired = false
INFO  metric yosys_warns = 18
INFO  metric grt_use_total = 0.161
INFO  metric holdPathEnd = maquina.mod_contador.tempo_contagem[0]
INFO  metric via_count_of_the_first_global_routing_pass = 1712
INFO  metric use_met1 = 0.253
INFO  metric maximum_number_of_pins_on_one_net_before_global_route_repair = 26
INFO  metric placement_rows = 27
INFO  metric fin_crit_sh = 0.373
INFO  metric grt_pass1_wl = 7910 µm
INFO  metric grtUsageMet3 = 0.0303
INFO  metric synth_flop_count = 49
INFO  metric crit_type = flop to primary output
INFO  metric placeableCoreArea = 0.00557 mm²
INFO  metric run_status = complete, no violations
INFO  metric worstRegToRegCells = 4
INFO  metric postSynthSeqShare = 0.453
INFO  metric cp.arrival = 1.79 ns
INFO  metric hold_violations = 0
INFO  metric netlist-cell-type-count = 50
INFO  metric cts_tree = yes
INFO  metric hold-path-cell-count = 1
INFO  metric post_cts_resize_count = 0
INFO  metric die_h = 78.7 µm
INFO  metric warnings = 25
INFO  metric setup_viol = 0
INFO  metric placement.setup.worst_slack = 6.85 ns
INFO  metric slack_of_the_worst_reg_to_reg_path = 7.93 ns
INFO  metric residual_drc = 0
INFO  metric dr.first_iter.drc_count = 118
INFO  metric clkTransAtPathRegs = 0.08 ns
INFO  metric timing.critical_path.buf_inv = 1
INFO  metric endpoint_kind = primary output
INFO  metric post_cts_hold_fix_bufs = 0
INFO  metric pwr_density_cell = 180 mW/mm²
INFO  metric cap_viol_max_count = 0
INFO  metric mappedNetlistArea = 0.00235 mm²
INFO  metric antenna_violations_before_repair = 0
INFO  metric detail_route.vias_per_cell = 5.58
INFO  metric slowest_stage = dfrtp_1
INFO  metric gp_routability_congestion = 0.849
INFO  metric core_util_floorplan = 0.422
INFO  metric totalPowerFinal = 0.000480 W
INFO  metric ir_drop = 0.0869 mV
INFO  metric cts.sink_count = 49
INFO  metric startpoint_type = flop
INFO  metric core_occupancy_in_the_finished_layout = 0.479
INFO  metric worst_pin_slew = 0.710 ns
INFO  metric worstPathCellList = or2_2 -> nor3_1 -> clkdlybuf4s50_1
INFO  metric worst_slew_margin_rel = 0.525
INFO  metric finalWorstSetupSlack = 6.53 ns
INFO  metric rr_startpoint = maquina.mod_contador.tempo_contagem[16]
INFO  metric cts-htree-levels = 2
INFO  metric syn_avg_cell_area = 8.99 µm²
INFO  metric worst_skew_pair.late_latency = 0.30 ns
INFO  metric fmax = 258 MHz
INFO  metric yosysChipArea = 0.00235 mm²
INFO  metric grt-ovfl-total = 0
INFO  metric busiest_layer = met1
INFO  metric ctsLongestPathBuffers = 2
INFO  metric drive_above_1_share = 0.109
INFO  metric kind_of_cell_with_the_highest_combined_delay_on_the_critical_path = simple AND/OR/NAND/NOR gates
INFO  metric antennaDiodeCount = 0
[flip-flops by register name, indices dropped and copies added (netlist names)]
register	cells
debounce50.State	3
debounce25.State	3
maquina.mod_contador.o_end_count	1
maquina.State	4
maquina.mod_contador.tempo_contagem	32
debounce1.State	3
maquina.mod_contador.State	3
[cell usage in the layout, fill, tap and decap left out, drive strengths merged, types with 5 or more instances in the layout]
| cell type | n |
|---|---|
| inv | 9 |
| clkdlybuf4s50 | 13 |
| or2 | 5 |
| nand2 | 22 |
| nand3 | 13 |
| xor2 | 5 |
| nor4 | 6 |
| or4 | 15 |
| clkbuf | 5 |
| nand4 | 6 |
| dfrtp | 12 |
| dfxtp | 33 |
| o31ai | 13 |
| nor2b | 5 |
| nor2 | 21 |
| nor3 | 10 |
| o21ai | 9 |
| xnor2 | 5 |
| a21oi | 9 |
| or3 | 11 |
[where the power goes]
part	internal, W	leakage (nW)	switching (W)
logic	0.0000596	0.418	0.0000457
clock network	0.0000955	0.0681	0.0000609
registers	0.000199	0.474	0.0000199
total	0.000354	0.960	0.000126
[logic make-up (layout without fill, tap and decap cells)]
kind of cell | count (synthesis) | after routing | synth area share
muxes | 4 | 4 | 0.0181
buffers and inverters | 19 | 31 | 0.0345
adders and majority gates | 1 | 1 | 0.00531
DFF | 49 | 49 | 0.453
xor gates and xnor gates | 10 | 10 | 0.0372
and+or+nand+nor | 124 | 124 | 0.291
AOI/OAI and AO/OA | 55 | 55 | 0.162
[per-layer routing]
layer / vias up / share of wire
li1: 996 / -
met1: 898 / 0.53
met2: 30 / 0.44
met3: 6 / 0.027
met4: 0 / 0.011
met5: - / 0
[synthesized netlist by cell type (2+ instances only)]
master    instances  area (µm²)
o211ai_1          3        22.5
mux2_2            2        22.5
or3_2             3        22.5
nand3_1          13        65.1
and3_1            2        12.5
mux2i_1           2        20.0
o21ai_0           9        45.0
nand4_1           6        37.5
or4_2             2        17.5
a21oi_1           9        45.0
dfxtp_1          33         661
nor4_1            6        37.5
xor2_1            5        43.8
clkbuf_1          8        30.0
o32a_1            2        20.0
inv_1             9        33.8
or3_1             8        50.1
dfrtp_1          12         300
nor3_1            9        45.0
dfstp_2           4         105
nor2_1           21        78.8
o22ai_1           3        18.8
a21o_1            4        30.0
a31oi_1           2        12.5
nand2_1          22        82.6
or4_1            11        82.6
xnor2_1           5        43.8
or2_2             5        31.3
or4_4             2        22.5
nor2b_1           5        31.3
nand2b_1          4        25.0
o31ai_1          13        97.6
[through the flow]
stage          instances  area, µm²
2_1_floorplan        262       2350
3_3_place_gp         338       2530
3_5_place_dp         338       2530
4_1_cts              346       2670
5_1_grt              346       2670
6_report             346       2670
[how the worst max path moves through the flow]
stage | slack (ns) | cells after the start | to | startpoint
finish | 6.53 | 3 | o_led_S0 | maquina.State[1]
global route | 6.37 | 3 | o_led_S7 | maquina.State[3]
CTS | 6.51 | 3 | o_led_S0 | maquina.State[1]
[area by class of cell]
class	count	area (µm²)
Tap cell	72	90.1
Fill cell	540	2910
Inverter	9	33.8
Clock buffer	5	68.8
Clock inverter	3	65.1
Sequential cell	49	1070
Multi-Input combinational cell	194	1210
Timing Repair Buffer	14	138
No activity file was given, so power comes from the tool's default toggle rates.
